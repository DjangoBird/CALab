### flow/config.mk
export PLATFORM = sky130hd
export DESIGN_NAME = bridge
export DESIGN_NICKNAME = bridge
export VERILOG_FILES = /design/flow/design.v
export SDC_FILE = /design/flow/constraint.sdc
export NUM_CORES = 4
export LEC_CHECK = 1
export CORE_UTILIZATION = 30
### flow/constraint.sdc
current_design bridge

set clk_period 13.5
set clk_io_pct 0.2

create_clock -name clk0 -period $clk_period [get_ports {aclk}]

set non_clock_inputs [all_inputs -no_clocks]
set_input_delay [expr $clk_period * $clk_io_pct] -clock clk0 $non_clock_inputs
set_output_delay [expr $clk_period * $clk_io_pct] -clock clk0 [all_outputs]
### flow/design.v
module bridge(
    input  wire        aclk,
    input  wire        aresetn,
    output reg  [ 3:0] arid,
    output reg  [31:0] araddr,
    output reg  [ 7:0] arlen, 
    output reg  [ 2:0] arsize,
    output reg  [ 1:0] arburst,
    output reg  [ 1:0] arlock,
    output reg  [ 3:0] arcache,
    output reg  [ 2:0] arprot,
    output wire        arvalid,
    input  wire        arready,
    input  wire [ 3:0] rid,
    input  wire [31:0] rdata,
    input  wire [ 1:0] rresp,
    input  wire        rlast,
    input  wire        rvalid,
    output wire        rready,
    output reg  [ 3:0] awid,
    output reg  [31:0] awaddr,
    output reg  [ 7:0] awlen,
    output reg  [ 2:0] awsize,
    output reg  [ 1:0] awburst,
    output reg  [ 1:0] awlock,
    output reg  [ 3:0] awcache,
    output reg  [ 2:0] awprot,
    output wire        awvalid,
    input  wire        awready,
    output reg  [ 3:0] wid,
    output reg  [31:0] wdata,
    output reg  [ 3:0] wstrb,    
    output wire        wlast,
    output wire        wvalid,
    input  wire        wready,  
    input  wire [ 3:0] bid,
    input  wire [ 1:0] bresp,
    input  wire        bvalid,
    output wire        bready,
    input               	icache_rd_req,
    input   	[ 2:0]      icache_rd_type,
    input   	[31:0]      icache_rd_addr,
    output              	icache_rd_rdy,		 
    output              	icache_ret_valid,	 
	output					icache_ret_last,
    output  	[31:0]      icache_ret_data, 
    input  wire        dcache_rd_req,
    input  wire [ 2:0] dcache_rd_type,
    input  wire [31:0] dcache_rd_addr,
    output wire        dcache_rd_rdy,
    output wire        dcache_ret_valid,
    output  wire       dcache_ret_last,
    output  wire [31:0] dcache_ret_data,
    input  wire        dcache_wr_req,
    input  wire [ 2:0] dcache_wr_type,
    input  wire [31:0] dcache_wr_addr,
    input  wire [ 3:0] dcache_wr_wstrb,
    input  wire[127:0] dcache_wr_data,
    output wire        dcache_wr_rdy
);
reg [4:0] ar_current_state; 
reg [4:0] ar_next_state;
reg [4:0] r_current_state; 
reg [4:0] r_next_state;
reg [4:0] w_current_state; 
reg [4:0] w_next_state;
reg [4:0] b_current_state; 
reg [4:0] b_next_state;
reg [1:0] ar_resp_count;
reg [31:0] buf_rdata [1:0]; 
wire read_block; 
reg [3:0] rid_r;
reg [1:0] w_data_cnt;
reg [127:0] dcache_wr_data_r;
localparam IDLE = 5'b1;  
localparam AR_REQ_START = 3'b010,  
           AR_REQ_END   = 3'b100;  
always @(posedge aclk) begin
    if (!aresetn) begin
        ar_current_state <= IDLE;
    end
    else begin
        ar_current_state <= ar_next_state;
    end
end
always @(*) begin
    case (ar_current_state)
        IDLE:begin
				if(~aresetn | read_block)begin
					ar_next_state = IDLE;
				end
				else if(dcache_rd_req | icache_rd_req)begin 
					ar_next_state = AR_REQ_START;
				end
				else begin
					ar_next_state = IDLE;
				end
			end
        AR_REQ_START: begin
            if (arready & arvalid) begin
                ar_next_state = AR_REQ_END;
            end
            else begin
                ar_next_state = AR_REQ_START;
            end
        end
        AR_REQ_END: begin
            ar_next_state = IDLE;
        end
        default: begin
            ar_next_state = IDLE;
        end
    endcase
end
    localparam  R_DATA_START   	= 4'b0010,
				R_DATA_MID      = 4'b0100,
				R_DATA_END		= 4'b1000; 
always @(posedge aclk) begin
    if(~aresetn) begin
        r_current_state <= IDLE;
    end
    else begin
        r_current_state <= r_next_state;
    end
end
always @(*) begin
    case(r_current_state)
        IDLE:begin
            if(aresetn & arvalid & arready | (|ar_resp_count))begin
                r_next_state = R_DATA_START;
            end
            else begin
                r_next_state =IDLE;
            end
        end
        R_DATA_START:begin
				if(rvalid & rready & rlast) 	 
					r_next_state = R_DATA_END;
				else if(rvalid & rready)		 
					r_next_state = R_DATA_MID;
				else
					r_next_state = R_DATA_START;
		end
		R_DATA_MID:begin
				if(rvalid & rready & rlast) 	 
					r_next_state = R_DATA_END;
				else if(rvalid & rready)		 
					r_next_state = R_DATA_MID;
				else
					r_next_state = R_DATA_START;
		end 
        R_DATA_END:begin
            r_next_state =IDLE;
        end
            default:begin
                r_next_state =IDLE;
        end
    endcase
end
localparam W_REQ_START = 5'b00010,  
           W_ADDR_RESP = 5'b00100,  
           W_DATA_RESP = 5'b01000,  
           W_REQ_END   = 5'b10000;  
always @(posedge aclk)begin
    if(~aresetn)begin
        w_current_state <= IDLE;
    end
    else begin
        w_current_state <= w_next_state;
    end
end
always @(*)begin
    case(w_current_state)
        IDLE:begin
            if(~aresetn)begin
                w_next_state = IDLE;
            end
            else if(dcache_wr_req)begin
                w_next_state = W_REQ_START;
            end
            else begin
                w_next_state = IDLE;
            end
        end
        W_REQ_START:begin
            if(awvalid & awready & wvalid &wready & wlast)begin
                w_next_state = W_REQ_END;
            end
            else if(awvalid & awready)begin
                w_next_state = W_ADDR_RESP;
            end
            else if(wvalid & wready & wlast)begin
                w_next_state = W_DATA_RESP;
            end
            else begin
                w_next_state = W_REQ_START;
            end
        end
        W_ADDR_RESP:begin
            if(wvalid & wready & wlast)begin
                w_next_state = W_REQ_END;
            end
            else begin
                w_next_state = W_ADDR_RESP;
            end
        end
        W_DATA_RESP:begin
            if(awvalid & awready)begin
                w_next_state = W_REQ_END;
            end
            else begin
                w_next_state = W_DATA_RESP;
            end
        end
        W_REQ_END:begin
            if(bvalid & bready)begin
                w_next_state = IDLE;
            end
            else begin
                w_next_state = W_REQ_END;
            end
        end
        default:begin
            w_next_state = IDLE;
        end
    endcase
end
localparam B_START = 3'b010,  
           B_END   = 3'b100;  
always @(posedge aclk) begin
    if(~aresetn)
        b_current_state <= IDLE;  
    else 
        b_current_state <= b_next_state; 
end
always @(*)begin
    case(b_current_state)
        IDLE:begin
            if(aresetn & bready)begin
                b_next_state = B_START;
            end
            else begin
                b_next_state = IDLE;
            end
        end
        B_START:begin
            if(bready & bvalid)begin
                b_next_state = B_END;
            end
            else begin
                b_next_state = B_START;
            end
        end
        B_END:begin
            b_next_state = IDLE;
        end
        default:begin
            b_next_state = IDLE;
        end
    endcase
end
assign arvalid = (ar_current_state == AR_REQ_START) ? 1'b1 : 1'b0;
always @(posedge aclk)begin
    if(~aresetn)begin
        arid <= 4'b0;
        araddr <= 32'b0;
        arlen <= 8'b0;
        arsize <= 3'b010;
        arburst <= 2'b01;
        arlock <= 2'b0;
        arcache <=4'b0;
        arprot <= 3'b0;
    end
    else if(ar_current_state[0])begin
        arid <= {3'b0, dcache_rd_req};
        araddr <= dcache_rd_req ? dcache_rd_addr : icache_rd_addr; 
        arsize <= dcache_rd_req ? 
          ((dcache_rd_type == 3'b100) ? 3'b010 : dcache_rd_type) : 
          3'b010;
        arlen  <= dcache_rd_req ? (dcache_rd_type == 3'b100 ? 8'b11 : 8'b0) : 8'b11; 
        arburst <= 2'b01;
        arlock <= 2'b0;
        arcache <=4'b0;
        arprot <= 3'b0;
    end
end
always @(posedge aclk) begin
    if(~aresetn)begin
        ar_resp_count <= 2'b0;
    end
    else if(arvalid & arready & rvalid & rready & rlast)begin 
        ar_resp_count <= ar_resp_count; 
    end
    else if(arvalid & arready)begin
        ar_resp_count <= ar_resp_count + 1'b1;
    end
    else if(rvalid & rready & rlast)begin 
        ar_resp_count <= ar_resp_count - 1'b1;
    end
end
assign rready = r_current_state[1] || r_current_state[2];	 
assign read_block = (ar_current_state != IDLE) || (|ar_resp_count) || (w_current_state != IDLE);
always @(posedge aclk)begin
    if(~aresetn)begin
        buf_rdata[0] <= 32'b0;
        buf_rdata[1] <= 32'b0;
    end
    else if(rvalid & rready)begin
        buf_rdata[rid] <= rdata;
    end
end
always @(posedge aclk)begin
    if(~aresetn)begin
        rid_r <= 4'b0;
    end
    else if(rvalid & rready)begin
        rid_r <= rid;
    end
end
assign dcache_ret_data  = buf_rdata[1];
assign dcache_rd_rdy    = arid[0]  & arvalid & arready;
assign dcache_ret_last  = rid_r[0] & r_current_state[3];
assign dcache_ret_valid = rid_r[0] & (|r_current_state[3:2]);
assign icache_ret_data = buf_rdata[0];
assign icache_ret_valid = ~rid_r[0] & (|r_current_state[3:2]);  
assign icache_rd_rdy = ~arid[0] & arvalid & arready;
assign icache_ret_last = ~rid_r[0] & r_current_state[3]; 
assign awvalid = w_current_state == W_REQ_START | w_current_state == W_DATA_RESP ;
always @(posedge aclk)begin
    if(~aresetn)begin
        awid <= 4'b1;
        awaddr <=32'b0;
        awlen <=8'b0;
        awsize <= 3'b0;
        awburst <= 2'b01;
        awlock <=2'b0;
        awcache <= 4'b0;
        awprot <= 3'b0;
    end
    else if(w_current_state[0])begin
        awaddr <= dcache_wr_req ? dcache_wr_addr : icache_rd_addr; 
        awsize <= (dcache_wr_type == 3'b100) ? 3'b010 : dcache_wr_type;
        awid <= 4'b1;
        awlen <= dcache_wr_type == 3'b100 ? 8'b11 : 8'b0;
        awburst <= 2'b01;
        awlock <=2'b0;
        awcache <= 4'b0;
        awprot <= 3'b0;
    end
end
assign wvalid = w_current_state[1] | w_current_state[2];
always @(posedge aclk)begin
    if(~aresetn)begin
        wid <= 4'b1;
        wdata <= 32'b0;
        wstrb <= 4'b0;
        dcache_wr_data_r <= 128'b0;
    end
    else if(w_current_state[0])begin
        wstrb <= dcache_wr_wstrb;
        dcache_wr_data_r <= dcache_wr_data;
        wdata <= dcache_wr_data[31:0];
        wid <= 4'b1;
    end
    else if(wvalid & wready) begin
        wdata <= dcache_wr_data_r[31:0];
        dcache_wr_data_r <= dcache_wr_data_r>>32;
    end
end
assign wlast = (w_data_cnt == awlen);
assign dcache_wr_rdy = w_current_state[0];
always @(posedge aclk)begin
    if(!aresetn) begin
        w_data_cnt <= 3'b0;
    end
    else if(wvalid & wready & wlast) begin 
        w_data_cnt <=3'b0;
    end
    else if(wvalid & wready) begin 
        w_data_cnt <= w_data_cnt +1'b1;
    end
end
assign bready = 1'b1;
endmodule
### flow/run.sh
#!/bin/bash
# OpenROAD 26Q1-2900-gdf79404cd8, Yosys 0.63+post, stock flow scripts
make -C /OpenROAD-flow-scripts/flow DESIGN_CONFIG=/design/flow/config.mk WORK_HOME=/design/flow/orfs finish
==> changes_impl.md <==
### Changed

- WHS: 462 ps
- Critical Path, Cell by Cell: clkdlybuf4s50_1, and4bb_2, and2_1, clkdlybuf4s50_1
- Final WL: 43.2 mm
- F_max: 146 MHz
- Post-synth regs: 318
- DRC: 0
- Yosys Instances: 1,448
- Max incr delay on CP: 500 ps
- Die Height: around 210 um
- Yosys synthesis chip area: 13,200 um2
- Ys async rst share: 0%
- RSZ-0062 raised after global routing: no
- Required time worst endpoint: 10,800 ps
- Largest net degree at the start of global routing: 162
- PostCTS Resize Cnt: 0
- Number of setup buffers added after CTS: 0
- Slowest CP cell: clkdlybuf4s50_1
- Post-Layout Cell Count: 2,462
- I/O Pins: 525
- Prevailing post-synth register cell: dfxtp_1
- Post-DRT Antenna Nets: 0
- I/O Buffers: approximately 460
- Clock Latency Late Sink: 550 ps
- # hold bufs at CTS: 0
- H-tree levels: 2
- Worst VDD drop: 0.0831 mV
- Number of global-route vias before repair: 10,569
- Worst-Margin Slew: approximately 870 ps
- Xor and xnor area share after synthesis: 0.332%
- Status: complete, no violations
- WL per Instance: ~18 um
- CP Class: in -> out
- Fp_density: 30.5%
- Lkg Pwr: 7.32 nW
- Total Neg Setup Slack: 0 ps
- Initial antenna violation count: 6
- P&R area growth vs syn: 45.7%
- Total power: 2.56 mW
- DIE AREA: between 40,000 and 50,000 um2
- Initial drt markers: 736
- Yosys warning tally: 1
- Cells after DPL: 2,388
- PD cells: around 130 nW/um2
- GRT overflow: 0
- CTS tree: done
- Sw power: 664 uW
- Die Wd: 212 um
- Clock Path Buffers: 3
- Hold crit path type: reg -> reg
- Num CTS Buffers: 39
- Most frequent cells after synthesis: nand2_1, dfxtp_1, nor2_1, mux2i_1, and2_1
- Clock sink count: about 320
- Post-synth seq share: 53.1%
- Core area: 43,300 um2
- Clock network power share: between 30% and 40%
- Final setup violation count: 0
- First-pass GRT wire length: 64.0 mm
- Avg Inst Size Synth: around 9.1 um2
- Top cell area share: between 30% and 40%
- Top cells by area: dfxtp_1, edfxtp_1, nand2_1, mux2i_1, a311oi_1
- AO/OA Area Share: ~15%
- Element type at the critical path end: primary output
- Vias: 11,579
- Layout Utilization: 44.5%
- Int Pwr: roughly 1.9 mW
- Count leader, synth: nand2_1
- Clock skew: 14.9 ps
- Simple share: 19.1%
- Num rows: 76
- Final period util: between 50% and 60%
- Post-synth cell types: 47
- Via density: 4.70
- Post-synth EDFFs: between 60 and 70
- Synthesized-area fraction occupied by adder cells: 0%
- Logic gate share of total power: 16.6%
- Clk root buf: clkbuf_16
- Mux share: 5.31%
- Max cap viols: 0
- Synth area leader: dfxtp_1
- Total Routing Usage GR: 19.1%
- Seq pwr share: 43.9%
- Layout cells sized above 1: 4.49%
- Max_slew headroom: a little over two fifths
- WP data arrival: 4130 ps
- Crit-path most repeated cell: clkdlybuf4s50_1
- CTS clk-pin slew, worst paths: 50 ps
- RePlAce Congestion: a little over 0.9
- Dpl hpwl: 29.5 mm
- Startpoint Class: input pin
- Filler cells: 4,049
- Post-Syn Area: approximately 13,000 um2
- Synth logic family: simple AND/OR/NAND/NOR gates
- Drt first pass iters: 5
- Post-Syn Instances: 1,448
- Stage-log warning count: roughly 42
- Final-report hold violation count: 0
- Max Transition Viols Final: 0
- Period minus WS final: 6830 ps
- Critical path peak fanout: 5
- Switching power share of the total: 25.9%
power groups by stage:
stage     logic, mW  registers (mW)  clock network [mW]
6_report      0.425            1.13                1.01
5_1_grt       0.469            1.14                1.08
4_1_cts       0.430            1.13                1.04
sequential cells by signal, summed over array words and instances, names as in the netlist, 4 cells and up:
| signal | count |
|---|---|
| dcache_wr_data_r | 128 |
| buf_rdata | 64 |
| araddr | 32 |
| awaddr | 32 |
| wdata | 32 |
| w_current_state | 5 |
| r_current_state | 4 |
| wstrb | 4 |
cell families (layout without fill, tap and decap cells):
kind of cell,Yosys count,after routing
AND-OR/OR-AND,292,292
XOR/XNOR,5,5
buffers and inverters,174,554
flip-flops,318,318
multiplexers,70,70
other,2,51
AND/OR/NAND/NOR,587,587
path summary, 6_finish.rpt:
check	cells after the start	end	from	slack [ps]
min reg2reg	2	awsize[2]	awsize[2]	460
max	4	dcache_rd_rdy	arready	6670
min	2	awsize[2]	awsize[2]	460
max reg2reg	5	dcache_wr_data_r[23]	w_current_state[0]	10270
area by class of cell:
| cell class | instances | area, um2 | area share [%] |
|---|---|---|---|
| multi-input cells | 1000 | 5460 | 28.4 |
| flip-flops and latches | 318 | 7010 | 36.5 |
| clock buffers | 59 | 1130 | 5.89 |
| well taps | 585 | 732 | 3.81 |
| inverters | 5 | 28.8 | 0.150 |
| diodes | 5 | 12.5 | 0.0650 |
| clock inverters | 10 | 100 | 0.520 |
| repair buffers | 480 | 4760 | 24.8 |
layout by cell type, fill, tap and decap left out, types with 2 or more instances in the layout:
master             n
o211ai_1           3
a22oi_1            2
a311oi_1          65
nor2_1           148
nand2_1          299
and3_1             7
o21a_1             3
o21ai_0           39
nand2b_1           5
conb_1            46
nand3_1           39
clkbuf_8           6
dfxtp_1          252
nor2b_1            4
nor4_1             2
a21oi_1           40
nor4b_1            2
diode_2            5
clkbuf_1          13
edfxtp_1          64
a21o_1             2
nor3_1             5
inv_1              3
clkbuf_16         40
xnor2_1            3
clkinv_2           3
buf_4             15
xor2_1             2
inv_6              5
a211oi_1          64
a31oi_1           65
mux2i_1           70
or4_1              2
and2_1            67
clkdlybuf4s50_1  461
buf_2              3
routing by layer:
metal  vias up  GRT usage, %  wire [um]
li1       5789             -          -
met1      5344          29.1      19500
met2       380          28.5      19700
met3        62          4.16       3010
met4         4          4.30        952
met5         -             0         34
critical path: cells and delay by family:
family / cells / cell delay (ps)
buf+inv: 2 / 990
simple gates: 2 / 430
per-stage QoR:
stage | setup slack, ps | cell area (um2)
CTS | 6670 | 19200
finish | 6670 | 19200
floorplan | 7740 | 13400
global placement | 6670 | 18000
detailed placement | 6670 | 18000
global route | 6630 | 19200
No activity file was given, so power comes from the tool's default toggle rates.
